--- config.mk ---
export PLATFORM = sky130hd
export DESIGN_NAME = mux8_1_16
export DESIGN_NICKNAME = mux8_1_16
export VERILOG_FILES = /design/flow/design.v
export SDC_FILE = /design/flow/constraint.sdc
export NUM_CORES = 4
export LEC_CHECK = 1
export CORE_AREA = 10 10 72 72
export DIE_AREA = 0 0 82 82
--- constraint.sdc ---
current_design mux8_1_16

set clk_period 3.4
set clk_io_pct 0.2

create_clock -name clk0 -period $clk_period

set non_clock_inputs [all_inputs -no_clocks]
set_input_delay [expr $clk_period * $clk_io_pct] -clock clk0 $non_clock_inputs
set_output_delay [expr $clk_period * $clk_io_pct] -clock clk0 [all_outputs]
--- design.v ---
`timescale 1ns / 1ps
module mux8_1_16(
		output reg [15:0] o,
		input[15:0] i0, i1, i2, i3, i4, i5, i6, i7,
		input[2:0] sel);
	always @ (i0 or i1 or i2 or i3 or i4 or i5 or i6 or i7 or sel)
	case(sel)
		0: o= i0;
		1: o= i1;
		2: o= i2;
		3: o= i3;
		4: o= i4;
		5: o= i5;
		6: o= i6;
		7: o= i7;
	endcase
endmodule
module tb_mux8_1_16;
	reg[15:0] i0, i1, i2, i3, i4, i5, i6, i7;
	reg[2:0] sel;
	wire[15:0] o;
	mux8_1_16 m(o, i0, i1, i2, i3, i4, i5, i6, i7, sel);
	initial
	begin
		i0=0; i1=1; i2=2; i3=3; i4=4; i5 = 5; i6=6; i7=7;
		#10 sel=0;
		#10 sel=1;
		#10 sel=2;
		#10 sel=3;
		#10 sel=4;
		#10 sel=5;
		#10 sel=6;
		#10 sel=7;
		#10 sel=6;
		#10 sel=1;
	end
endmodule
--- run.sh ---
#!/bin/bash
# OpenROAD 26Q1-2900-gdf79404cd8, Yosys 0.63+post, stock flow scripts
make -C /OpenROAD-flow-scripts/flow DESIGN_CONFIG=/design/flow/config.mk WORK_HOME=/design/flow/orfs finish
==> impl_metrics.ini <==
; implementation run metrics
[synth]
avgSynthCellArea_um2 = 6.30
netlist_area_um2 = 1110
ys_types = 27
synth_stat.cells = 177
yosysSeqAreaShare_pct = 0
synthCells = 177
ys_warn_count = 1
ys_area_um2 = 1110

[route]
routed_via_density = 4.95
diodes = 0
firstDrtPassIters = 4
ant_nets = 0
drt_iter0_drc = 87
vias = 1818
drc = 0
postRouteWirelength_um = 6300
wire_per_inst_um = 17.2

[cells_and_area]
area_growth_pct = 135
flop_area_um2 = 0
fin_util_pct = 70.9
layout-drive-gt1-share_pct = 5.96
clock_buffers = 0
final_cell_mix = 146 x clkdlybuf4s50_1, 23 x a22oi_1, 20 x nor2_1
numSequentialCells = 0
lay_top_count = clkdlybuf4s50_1
final_cells = 367

[die]
core_region_area_um2 = 3690
fp-utilization_pct = 30.2
dieHeight_um = 82
die_w_um = 82
rows = 22
top_level_ports = 147
die_area_um2 = 6720

[final_timing]
setup_viol = 0
finalSetupTns_ps = 0
finalHoldViolCount = 0
tightest_slew_ps = 278
final-max-slew-violation-count = 0
finalCritPeriodShare_pct = 95.2
maxSlewHeadroom_pct = 81.5
min_period_ps = 3240
rsz0062_at_grt = false
fmax_mhz = 309

[clocking]
ctsHoldBuffers = 0
post_cts_resized = 0
cts_setup_buffers = 0

[critical_path]
crit_top_cell = clkdlybuf4s50_1
cp_max_fo = 22
cp-end-kind = output pin
worstPathCellList = clkdlybuf4s50_1 > buf_12 > or3_1 > buf_4 > nor2_1 > a31oi_1 > clkdlybuf4s50_1
crit_type = input port to output pin
crit_path_start_kind = input port
crit_slowest_cell = clkdlybuf4s50_1
slowest_delay_ps = 480
cp.required_ps = 2720
worstPathArrival_ps = 2560

[flow_run]
log.warning_count = 33
maxCapViolCount = 0

[global_route]
gr-total-overflow = 0
first_global_vias = 1787
grt_max_degree = 27
grt.total_usage_pct = 17.3
grt_pass1_wl_um = 9250
antenna_found_initial = 0

[power_and_ir_drop]
power_leakage_nw = 1.01
ir_drop_mv = 0.0676
powerDensity_nw_per_um2 = 122

[placed_design]
gp_congestion = 0.846
dp_hpwl_um = 5390
dp.cells = 367
io_buffers = 147

[min_path]
hold_path_class = input port to output pin

[outcome]
outcome = completed
==> logic make-up after synthesis <==
| family | after synthesis | synth area share [%] |
|---|---|---|
| AOI/OAI and AO/OA | 68 | 39.5 |
| muxes | 16 | 14.5 |
| and+or+nand+nor | 72 | 32.9 |
| buffers and inverters | 21 | 13.1 |
==> per-stage QoR <==
stage | power (W) | worst slack (ps) | instance area (um2) | hold slack [ps]
floorplan | 0.000103 | 1210 | 1110 | 1440
global placement | 0.000319 | 168 | 2620 | 2200
detailed placement | 0.000320 | 142 | 2620 | 2190
CTS | 0.000322 | 147 | 2620 | 2200
global route | 0.000347 | 17.6 | 2620 | 2250
finish | 0.000319 | 163 | 2620 | 2190
==> Yosys cell counts <==
master / instances / share of area, %
buf_2: 6 / 2.7
clkbuf_1: 2 / 0.67
inv_1: 3 / 1.0
a221oi_1: 3 / 2.4
nand2b_1: 15 / 8.4
nor2b_1: 2 / 1.1
and2_2: 1 / 0.67
a22o_1: 4 / 3.1
nor2b_4: 2 / 2.5
mux2_2: 1 / 1.0
nand3b_1: 1 / 0.67
o22ai_1: 1 / 0.56
a22oi_1: 23 / 15
buf_6: 6 / 6.1
nand2_1: 15 / 5.1
nor3_1: 1 / 0.45
a31oi_1: 12 / 6.7
mux2i_1: 15 / 13
a21oi_1: 12 / 5.4
buf_4: 4 / 2.7
or3_1: 1 / 0.56
nor3b_1: 1 / 0.67
nor2_1: 20 / 6.7
nand3_1: 11 / 4.9
nor2_2: 1 / 0.56
o21ai_0: 13 / 5.8
and2_1: 1 / 0.56
==> worst max-delay path: cells and delay by family <==
kind	cells	cell delay [ps]
buffers and inverters	4	1300
and+or+nand+nor	2	540
AOI/OAI and AO/OA	1	50
==> layer usage <==
layer  share of wire [%]  GRT usage, %  wire length (um)
met4                   0             0                 0
met1                  41          22.7              2610
met3                  13          7.05               844
met2                  45          27.7              2840
met5                   0             0                 0
==> path summary, 6_finish.rpt <==
| check | start | to | cells past startpoint | slack, ps |
|---|---|---|---|---|
| setup / recovery | sel[0] | o[6] | 7 | 160 |
| hold / removal | sel[1] | o[11] | 4 | 2190 |
==> layout make-up <==
type,count,area (um2)
tap,48,60.1
fill,313,1070
timing repair buffer,160,1580
inverter,3,11.3
multi-input combinational,156,968
==> power breakdown <==
group          total, W  switching (W)  internal [W]
logic          0.000319      0.0000926      0.000226
clock network         0              0             0
registers             0              0             0
Power is estimated from default activity; no workload was simulated.
