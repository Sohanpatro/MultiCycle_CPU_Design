File: design/flow/config.mk
export PLATFORM = sky130hd
export DESIGN_NAME = or_16
export DESIGN_NICKNAME = or_16
export VERILOG_FILES = /design/flow/design.v
export SDC_FILE = /design/flow/constraint.sdc
export NUM_CORES = 4
export LEC_CHECK = 1
export CORE_AREA = 10 10 70 70
export DIE_AREA = 0 0 80 80
File: design/flow/constraint.sdc
current_design or_16

set clk_period 1.0
set clk_io_pct 0.2

create_clock -name clk0 -period $clk_period

set non_clock_inputs [all_inputs -no_clocks]
set_input_delay [expr $clk_period * $clk_io_pct] -clock clk0 $non_clock_inputs
set_output_delay [expr $clk_period * $clk_io_pct] -clock clk0 [all_outputs]
File: design/flow/design.v
`timescale 1ns / 1ps
module or_16(
		output[15:0] c,
		input [15:0] a, b);
	genvar i;
	generate for(i=0; i <= 15; i=i+1)
	begin:loop
		or(c[i], a[i], b[i]);
	end
	endgenerate
endmodule
File: design/flow/run.sh
#!/bin/bash
# OpenROAD 26Q1-2900-gdf79404cd8, Yosys 0.63+post, stock flow scripts
make -C /OpenROAD-flow-scripts/flow DESIGN_CONFIG=/design/flow/config.mk WORK_HOME=/design/flow/orfs finish
==> GITHUB_STEP_SUMMARY <==
### Yosys + OpenROAD results

| Metric | Value |
|---|---|
| Maximum clock frequency | `1.04 GHz` |
| Final hold viol count | `0` |
| Worst setup slack after layout | `around 0.043 ns` |
| Initial antenna violation count | `0` |
| Crit Path Category | `in2out` |
| Number of clock-tree buffers in the layout | `0` |
| Hold buffers post-CTS | `0` |
| Relative slew slack | `0.963` |
| Outcome | `complete, no violations` |
| Starting DRT DRC Count | `1` |
| Number of distinct library cells after synthesis | `1` |
| Post-DRT Antenna Nets | `0` |
| Die outline height | `80 um` |
| Remaining design rule violation count | `0` |
| Worst-case vdd ir drop | `between 40 and 50 uV` |
| Routability Congestion | `a little over 0.7` |
| Shortest clock period the worst path allows after layout | `roughly 0.96 ns` |
| Leakage power summed over all cells | `0.248 nW` |
| Chip Footprint | `around 6400 um2` |
| Slew at the pin closest to its max-slew limit | `about 0.055 ns` |
| Critical path's top delay family | `buffers and inverters` |
| Layout cell share with drive strength beyond 1 | `0.250` |
| Post-Synthesis Mean Instance Area | `~6.3 um2` |
| Post-detailed-route wirelength per cell | `9.83 um` |
| Placement row count | `21` |
| Placed wire-length estimate | `between 1 and 1.5 mm` |
| Tally of max-capacitance violations | `0` |
| Drt pass-1 iters | `2` |
| Crit path cell chain | `dlygate4sd2_1 > or2_1 > buf_2` |
| Area of the core | `approximately 3400 um2` |
| Chip area estimate from yosys synthesis | `100 um2` |
| Routed via count divided by cell count | `about 2.5` |
| Top-level I/O count | `roughly 48` |
| Setup Viol. Count Final | `0` |
| Dpl cells | `110` |
| Vias | `between 200 and 300` |
| Synthesis-to-layout area growth | `418%` |
| CP Data Required Time | `roughly 0.8 ns` |
| Gr ovfl total | `0` |
| Critical path startpoint category | `input pin` |
| Final Cycle Share | `0.957` |
| Post-synthesis cell count | `16` |
| Setup TNS | `0 ns` |
| Peak fanout along the critical path | `1` |
| Count of sequential standard cells | `0` |
| Number of global-route vias before repair | `around 320` |
| CP max-delay cell | `dlygate4sd2_1` |
| Area used by sequential logic in the layout | `0 um2` |
| First-pass GRT wire length | `around 1.6 mm` |
| Share of the core filled by cells before placement | `0.0293` |
| Number of I/O port buffers | `48` |
| Post-layout util | `0.152` |
| Dpl cell area | `638 um2` |
| RSZ-0062 raised after global routing | `false` |
| GR Util All Layers | `0.0309` |
| Final std cells w/o fill | `~110` |
| Number of buffers inserted by post-CTS setup repair | `0` |
| Die extent in x | `80 um` |
| Sequential-to-total area share from yosys stat | `0` |
| Pin count of the biggest net entering global routing | `2` |
| Yosys cell count | `16` |
| Wire length reported by the detailed router | `1.08 mm` |
| Endpoint class of the critical path | `output pin` |
| Fillers | `417` |
| Total of warnings raised by yosys | `0` |
| Worst slack at placement | `-0.461 ns` |
| Data arrival time of the critical path | `0.76 ns` |
| Final count of pins violating max slew | `0` |
| Combined area of all synthesized cells | `100 um2` |
| Count of antenna diodes in the layout | `0` |
| Path class of the lowest-slack min-delay path | `in2out` |
| PD cells | `234 nW/um2` |
| Worst path bufs/invs | `2` |
| Number of warnings in the stage logs | `32` |
| Final design area excluding fillers | `just over 500 um2` |
| Slowest stage delay, CP | `0.23 ns` |
[cell usage after synthesis]
| library cell | number | area (um2) |
|---|---|---|
| or2_1 | 16 | 100 |
[what timing repair did]
action                                  4_1_cts  5_1_grt
endpoints found under the setup margin       16        0
gates resized                                83        0
hold endpoints to repair                      0        0
[worst paths after layout]
kind | from | slack, ns | to | cells past startpoint
setup / recovery | a[7] | 0.04 | c[7] | 3
hold / removal | b[11] | 0.74 | c[11] | 3
[stage by stage]
step	total power [mW]	hold WS, ns
after CTS	0.127	0.745
after global placement	0.201	1.39
after floorplan	0.0145	0.450
after global routing	0.138	0.759
final	0.121	0.742
after detailed placement	0.203	1.38
[area by class of cell]
cell class | count | area [um2] | share of cell area
well taps | 46 | 57.6 | 0.111
multi-input cells | 16 | 100 | 0.193
repair buffers | 48 | 360 | 0.696
[cells by family (layout without fill, tap and decap cells)]
family | after synthesis | count (layout) | synth area share
buffers and inverters | 0 | 48 | 0
AND/OR/NAND/NOR | 16 | 16 | 1.00
[power by group]
group          switching, mW  internal, mW  leakage [nW]
Clock                      0             0             0
Sequential                 0             0             0
Combinational         0.0237        0.0976         0.248
[worst min-delay path, delay by kind of cell]
family / cells / cell delay (ns)
AND/OR/NAND/NOR: 1 / 0.08
buffers and inverters: 2 / 0.26
[placed cells by master, fill, tap and decap left out, drive strengths merged]
master / count
dlygate4sd2: 32
or2: 16
buf: 16
[layer usage]
metal | routed length (um) | GRT usage
met1 | 388 | 0.0310
met2 | 475 | 0.0522
met3 | 217 | 0.0250
met4 | 0 | 0
met5 | 0 | 0
Power figures rest on the tool's default switching activity, not on a simulated workload.
