`./design.v`:
```
`timescale 1ns / 1ps
module and_16(
		output[15:0] c,
		input [15:0] a, b);
	genvar i;
	generate for(i=0; i <= 15; i=i+1)
	begin:loop
		and(c[i], a[i], b[i]);
	end
	endgenerate
endmodule
```
`./run.sh`:
```
#!/bin/bash
# OpenROAD 26Q1-2900-gdf79404cd8, Yosys 0.63+post, stock flow scripts
make -C /OpenROAD-flow-scripts/flow DESIGN_CONFIG=/design/flow/config.mk WORK_HOME=/design/flow/orfs finish
```
`./config.mk`:
```
export PLATFORM = sky130hd
export DESIGN_NAME = and_16
export DESIGN_NICKNAME = and_16
export VERILOG_FILES = /design/flow/design.v
export SDC_FILE = /design/flow/constraint.sdc
export NUM_CORES = 4
export LEC_CHECK = 1
export CORE_AREA = 10 10 70 70
export DIE_AREA = 0 0 80 80
```
`./constraint.sdc`:
```
current_design and_16

set clk_period 1.0
set clk_io_pct 0.2

create_clock -name clk0 -period $clk_period

set non_clock_inputs [all_inputs -no_clocks]
set_input_delay [expr $clk_period * $clk_io_pct] -clock clk0 $non_clock_inputs
set_output_delay [expr $clk_period * $clk_io_pct] -clock clk0 [all_outputs]
```
==> Slide: Implementation Results <==
Implementation Results

Setup path
  – Crit path DRT: 0.80 ns
  – CP max FO: 1
  – Cell family with most CP delay: buffers and inverters
  – Worst EP arrival: between 0.6 and 0.7 ns
  – Slowest CP cell: dlygate4sd2_1
  – Startpoint types: input pin
  – Crit. End Element: primary output
  – Crit path kind: input pin to primary output
  – Buf/Inv on CP: 2
  – CP max stage delay: 0.23 ns
  – CP Cell Sequence: dlygate4sd2_1, and2_1, buf_2

Synthesis
  – Simple-gate share of the synthesized area: 1.00
  – Yosys warns: 0
  – Post-Synthesis Cells: 16
  – Adder share: 0
  – Distinct lib cells: 1
  – Synth Area in Compound Gates: 0
  – Yosys stat chip area: about 100 µm²
  – Cell Area, Synth: approximately 100 µm²
  – Avg Cell Area, Syn: approximately 6.3 µm²
  – Number of cells in Yosys stat: 16
  – Synth Seq Share: 0
  – Top non-seq family: simple AND/OR/NAND/NOR gates
  – Post-Synth XOR/XNOR Area: 0
  – Synth mux share: 0

STA
  – Slew @ Worst Pin: 0.0516 ns
  – Setup TNS: 0 ns
  – Max-slew headroom: 0.966
  – PnR worst setup slack: 0.109 ns
  – Fin. Hold Viols: 0
  – RSZ-0062 raised after global routing: no
  – Slew Limit Fails: 0
  – Fin crit share: 0.891
  – Max Clock Freq: 1120 MHz
  – Final setup fails: 0
  – Worst hold slack: 0.767 ns
  – Minimum clock period: 0.891 ns

Placement
  – Post-Place Setup Slack: -0.472 ns
  – Final Wtd Congestion: 0.732
  – Port bufs: 48

Cells and area
  – FF+latch area: 0 µm²
  – Final sequential cell count: 0
  – Dominant logic cell type in the layout: dlygate4sd2_1
  – Logic area: 100 µm²
  – Area delta synth->final: 418%
  – FILL cells: 429
  – Top Layout Cells: dlygate4sd2_1, and2_1, buf_2
  – Share of post-route cells with drive strength above 1: 0.250
  – Final core area utilization: 0.152
  – Clkbuf count: 0

Detailed routing
  – Met1 WL: 395 µm
  – # diodes: 0
  – Drt first pass iters: 2
  – Final ANT Viol Nets: 0
  – Drt wl/cell: 10.0 µm
  – Routed wire length: ~1.1 mm
  – Highest Signal Layer: met3
  – Number of DRC markers in iteration 0: 1
  – Via density: 2.48
  – Met3 WL: 224 µm
  – # DRC: 0
  – Routed wl met2: 484 µm
  – Via count: 273

Die
  – Die Y: 80 µm
  – Core Area: 3420 µm²
  – Die Size: 6400 µm²
  – Ports: 48
  – DIE WIDTH: 80 µm
  – Fp util: 0.0293
  – Row cnt: 21

Outcome
  – Outcome: complete, no violations

Hold path
  – Hold crit path type: input pin to primary output

Power
  – Overall power: 0.123 mW
  – P_leak: around 0.29 nW
  – PwrDens: 238 nW/µm²
  – Worst vdd ir: 0.0559 mV

GRT
  – Global-route usage over all layers: 0.0319
  – First-pass GRT wire length: 1.68 mm
  – Largest net degree at the start of global routing: 2
  – Initial antenna violation count: 0
  – Vias in the first global route: 326
  – GRT overflow: 0

CTS
  – Setup Buffers After CTS: 0

Flow run
  – Tool warnings: 32
  – Number of max-cap violations: 0
==> cell families after synthesis <==
family / after synthesis
simple gates: 16
==> synthesized netlist by cell type <==
cell | instances | share of area
and2_1 | 16 | 1.0
==> path summary, 6_finish.rpt <==
| kind | start | to | slack (ns) | cells after the start |
|---|---|---|---|---|
| worst min-delay path | a[8] | c[8] | 0.77 | 3 |
| worst max-delay path | b[1] | c[1] | 0.11 | 3 |
==> where the power goes <==
group / total [mW] / switching, mW / internal [mW]
Clock: 0 / 0 / 0
Sequential: 0 / 0 / 0
Combinational: 0.123 / 0.0244 / 0.0989
==> worst min-delay path, cell delays in order <==
cell and delay, ns:
dlygate4sd2_1 0.18, and2_1 0.10, buf_2 0.09
==> metrics by stage <==
stage | std cells | instance area (µm²)
3_5_place_dp | 110 | 638
6_report | 110 | 518
4_1_cts | 110 | 518
5_1_grt | 110 | 518
3_3_place_gp | 110 | 638
2_1_floorplan | 16 | 100
==> routing by layer <==
layer | vias to the layer above | track usage
li1 | 144 | -
met1 | 102 | 0.0343
met2 | 27 | 0.0522
met3 | 0 | 0.0239
met4 | 0 | 0
met5 | - | 0
==> layout make-up <==
| cell class | instances | area share |
|---|---|---|
| repair buffers | 48 | 0.696 |
| multi-input cells | 16 | 0.193 |
| well taps | 46 | 0.111 |
==> timing repair <==
| item | CTS | global route |
|---|---|---|
| setup endpoints to repair | 16 | 0 |
| hold buffers | 0 | 0 |
| gates resized | 81 | 0 |
| endpoints found under the hold margin | 0 | 0 |
Power is estimated from default activity; no workload was simulated.
